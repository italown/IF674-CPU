==> ./run.sh <==
#!/bin/bash
# OpenROAD 26Q1-2900-gdf79404cd8, Yosys 0.63+post, stock flow scripts
make -C /OpenROAD-flow-scripts/flow DESIGN_CONFIG=/design/flow/config.mk WORK_HOME=/design/flow/orfs finish
==> ./config.mk <==
export PLATFORM = sky130hd
export DESIGN_NAME = mux_memToReg
export DESIGN_NICKNAME = mux_memToReg
export VERILOG_FILES = /design/flow/design.v
export SDC_FILE = /design/flow/constraint.sdc
export NUM_CORES = 4
export LEC_CHECK = 1
export CORE_AREA = 10 10 144 144
export DIE_AREA = 0 0 154 154
==> ./constraint.sdc <==
current_design mux_memToReg

set clk_period 9.4
set clk_io_pct 0.2

create_clock -name clk0 -period $clk_period

set non_clock_inputs [all_inputs -no_clocks]
set_input_delay [expr $clk_period * $clk_io_pct] -clock clk0 $non_clock_inputs
set_output_delay [expr $clk_period * $clk_io_pct] -clock clk0 [all_outputs]
==> ./design.v <==
module mux_memToReg (
    input wire    [3:0]       selector,
    input wire    [31:0]      data_1,
    input wire    [31:0]      data_2,
    input wire    [31:0]      data_3,
    input wire    [31:0]      data_4,
    input wire    [31:0]      data_5,
    input wire    [31:0]      data_6,
    input wire    [31:0]      data_7,
    input wire    [31:0]      data_8,
    input wire    [31:0]      data_9,
    input wire    [31:0]      data_10,
    output wire   [31:0]      out_data
);
    assign out_data = (selector == 4'b0000) ? 32'b00000000000000000000000011100011 :
                      (selector == 4'b0001) ? data_1 :
                      (selector == 4'b0010) ? data_2 :
                      (selector == 4'b0011) ? data_3 :
                      (selector == 4'b0100) ? data_4 :
                      (selector == 4'b0101) ? data_5 :
                      (selector == 4'b0110) ? data_6 :
                      (selector == 4'b0111) ? data_7 :
                      (selector == 4'b1000) ? data_8 :
                      (selector == 4'b1001) ? data_9 :
                      (selector == 4'b1010) ? data_10 :
                      32'b0;
endmodule
==> impl_metrics.py <==
# Physical implementation metrics
metrics = {
    "final_layout": {
        "syn2layout_area_growth_pct": 108,
        "post-route-cell-area_mm2": 0.00676,
        "seq_cell_count": 0,
        "final.clkbuf_count": 0,
        "seqCellArea_um2": 0,
        "post_layout_nonfiller_instances": 973,
        "drive_gt1_share_pct": 10.2,
    },
    "logic_synthesis": {
        "syn_area_per_cell_um2": 7.35,
        "post-synth-top-count-cell": "sky130_fd_sc_hd__mux2_2",
        "ys_cells": 442,
        "combined_area_of_all_synthesized_cells_mm2": 0.00325,
        "synth.largest_area_cell": "sky130_fd_sc_hd__mux2_2",
        "yosys-stat-area_mm2": 0.00325,
        "synth.area.top_cells": "sky130_fd_sc_hd__mux2_2 17%, sky130_fd_sc_hd__a21oi_1 6.5%, sky130_fd_sc_hd__o21ai_0 5.9%",
        "seq_area_frac_synth_pct": 0,
        "synth.cells.most_frequent": "50 x sky130_fd_sc_hd__mux2_2, 42 x sky130_fd_sc_hd__a21oi_1, 38 x sky130_fd_sc_hd__o21ai_0",
        "syn_inst": 442,
        "synth.yosys.warnings": 0,
        "synth_cell_type_count": 48,
        "synth.top_cell.area_share_pct": 17.3,
    },
    "pwr": {
        "ir_worst_vdd_mv": 0.0259,
        "cellPowerDensity_mw_per_mm2": 45.6,
        "power_frac_clock_pct": 0,
        "p_comb_share_pct": 100.0,
        "total_power_w": 0.000308,
        "p_leak_nw": 2.36,
        "power.switching_w": 0.000106,
        "internal_power_w": 0.000202,
        "power_switching_share_pct": 34.3,
        "seq_power_share_pct": 0,
    },
    "drt": {
        "met2WireLength_um": 11400,
        "dr_wl_met3_um": 2160,
        "average_routed_wire_per_standard_cell_um": 22.9,
        "number_of_vias_per_cell": 5.06,
        "m1WireLength_um": 8520,
        "totalWireLength_um": 22300,
        "detail_route.iter0.violations": 256,
        "highest_layer": "met4",
        "drt_pre_antenna_iters": 4,
        "drcViolationCount": 0,
        "number_of_antenna_repair_diodes": 0,
        "detail-route-antenna-nets": 0,
        "num_vias": 4921,
    },
    "placed_design": {
        "post-place-ws_ns": 2.78,
        "numPortBuffers": 356,
        "finalWeightedCongestion": 0.870,
        "placement.cell_area_mm2": 0.00676,
        "place_inst": 973,
        "hpwl_detailed_um": 18400,
    },
    "die": {
        "core-area_mm2": 0.0175,
        "fp.dieH_um": 154,
        "design.die.area_mm2": 0.0237,
        "die-width_um": 154,
        "boundary_pins": 356,
        "rows": 48,
        "initial_utilization_pct": 18.6,
    },
    "setup_path": {
        "critical_path_cell_by_cell": "buf_4, buf_4, buf_4, mux4_2, nand2_1, o21ai_0, a32o_1, clkdlybuf4s50_1",
        "critical_path.startpoint_type": "input port",
        "critPathArrivalTime_ns": 4.64,
        "data_required_time_of_the_critical_path_ns": 7.52,
        "critical_path.max_fanout": 45,
        "timing_worst_setup_path_type": "in2out",
        "critPathMostFrequentCell": "sky130_fd_sc_hd__buf_4",
        "crit_end_element": "primary output",
        "critical_path.slowest_cell": "sky130_fd_sc_hd__mux4_2",
        "cp_slowest_stage_delay_ns": 0.56,
    },
    "cts": {
        "cts_hold_buf": 0,
        "postcts_setup_bufs": 0,
        "post_cts.resized_instances": 0,
    },
    "sta": {
        "worst_pin_slew_ns": 0.769,
        "final_critical_path_setup_slack_ns": 2.88,
        "rsz0062_at_grt": "false",
        "worst_slew_margin_rel_pct": 48.7,
        "finalSetupViolations": 0,
        "final.min_clock_period_ns": 6.52,
        "fmaxAchievable_mhz": 153,
        "final.period_utilization_pct": 69.3,
        "final_max_slew_viol_count": 0,
        "report.final.hold_viol_count": 0,
        "tns_ns": 0,
    },
    "run": {
        "log.warning_count": 32,
        "timing.max_cap.violations": 0,
    },
    "grt": {
        "antenna_found_initial": 0,
        "global_route_wire_length_before_repair_um": 32700,
        "grt_max_degree": 66,
        "grt_pass1_vias": 5279,
        "globalRouteOverflowTotal": 0,
        "grt.total_usage_pct": 17.4,
    },
    "worst_hold_path": {
        "worstHoldPathType": "in2out",
    },
    "status": {
        "outcome": "finished clean",
    },
}
==> logic make-up after synthesis <==
group | synth area share, %
AOI/OAI and AO/OA | 44.2
and+or+nand+nor | 16.0
muxes | 27.6
buffers and inverters | 12.1
==> metrics by stage <==
step / hold slack [ns] / util, %
CTS: 4.76 / 38.7
global placement: 4.74 / 38.7
finish: 4.76 / 38.7
global route: 4.81 / 38.7
detailed placement: 4.76 / 38.7
floorplan: 3.85 / -
==> final cells by class <==
class / instances / area [µm²]
Fill cell: 1828 / 10700
Multi-Input combinational cell: 380 / 2850
Inverter: 3 / 11.3
Tap cell: 225 / 282
Timing Repair Buffer: 365 / 3620
==> power by group through the flow <==
stage | Sequential [W] | Combinational, W | Clock (W)
after CTS | 0 | 0.000312 | 0
after global routing | 0 | 0.000333 | 0
final | 0 | 0.000308 | 0
==> worst max-delay path: cells and delay by family <==
| kind | cells | cell delay [ns] |
|---|---|---|
| AND-OR/OR-AND | 2 | 0.33 |
| AND/OR/NAND/NOR | 1 | 0.08 |
| buffers and inverters | 4 | 1.75 |
| multiplexers | 1 | 0.56 |
==> placed cells by master, fill, tap and decap left out, drive strengths merged, types with 2 or more instances in the layout <==
master and n:
nor3 22, o21ai 42, nor4 2, o31a 2, a22o 8, a32o 2
inv 2, a221oi 21, mux2i 16, mux4 7, and2b 3, o22ai 12
clkdlybuf4s50 352, o211a 3, a32oi 5, nor2 16, a21oi 42, a211oi 10
nand3 8, o22a 3, nand3b 2, nand2b 11, a211o 12, a22oi 16
o21a 9, o211ai 6, a21o 3, nor2b 19, mux2 51, o32ai 8
buf 13, nand2 12
==> final timing paths <==
path                    start            to  depth (start not counted)  slack, ns
setup / recovery  selector[0]  out_data[31]                          8       2.88
hold / removal    selector[0]  out_data[26]                          6       4.76
==> metal layers <==
metal,global-route usage (%),vias up
li1,-,2375
met1,20.3,2275
met2,31.4,261
met3,5.54,10
met4,1.57,0
met5,0,-
Power is estimated from default activity; no workload was simulated.
