--- flow/design.v ---
module mux_pcSource (
    input wire      [2:0]       selector,
    input wire      [31:0]      data_0,
    input wire      [31:0]      data_1,
    input wire      [31:0]      data_2,
    input wire      [31:0]      data_3,
    input wire      [31:0]      data_4,
    input wire      [31:0]      data_5,
    input wire      [31:0]      data_6,
    output wire     [31:0]      out_data
);
    assign out_data = (selector == 3'b000) ? data_0 :
                      (selector == 3'b001) ? data_1 :
                      (selector == 3'b010) ? data_2 :
                      (selector == 3'b011) ? data_3 :
                      (selector == 3'b100) ? data_4 :
                      (selector == 3'b101) ? data_5 :
                      data_6;
endmodule
--- flow/run.sh ---
#!/bin/bash
# OpenROAD 26Q1-2900-gdf79404cd8, Yosys 0.63+post, stock flow scripts
make -C /OpenROAD-flow-scripts/flow DESIGN_CONFIG=/design/flow/config.mk WORK_HOME=/design/flow/orfs finish
--- flow/config.mk ---
export PLATFORM = sky130hd
export DESIGN_NAME = mux_pcSource
export DESIGN_NICKNAME = mux_pcSource
export VERILOG_FILES = /design/flow/design.v
export SDC_FILE = /design/flow/constraint.sdc
export NUM_CORES = 4
export LEC_CHECK = 1
export CORE_AREA = 10 10 143 143
export DIE_AREA = 0 0 153 153
--- flow/constraint.sdc ---
current_design mux_pcSource

set clk_period 8.1
set clk_io_pct 0.2

create_clock -name clk0 -period $clk_period

set non_clock_inputs [all_inputs -no_clocks]
set_input_delay [expr $clk_period * $clk_io_pct] -clock clk0 $non_clock_inputs
set_output_delay [expr $clk_period * $clk_io_pct] -clock clk0 [all_outputs]
==> impl_metrics.json <==
{
  "required_ps": 6480,
  "status": "finished clean",
  "cts-resized-gates": 0,
  "critPathMaxFanout": 47,
  "vias": 3355,
  "ys_cells": 300,
  "floorplan.core_area_um2": 17300,
  "preCtsSetupSlack_ps": 2120,
  "die_w_um": 153,
  "cp-start-kind": "input pin",
  "grt_pass1_wl_mm": 21.1,
  "end_kind": "output pin",
  "synth.distinct_cells": 22,
  "synth.most_common_cell": "mux2i_1",
  "seq_area_um2": 0,
  "die_area_um2": 23400,
  "cap_violations": 0,
  "antenna_found_initial": 1,
  "path_cells": "buf_4 > buf_4 > nand2b_1 > nor2_1 > a221oi_1 > o22a_1 > clkdlybuf4s50_1",
  "cp_common_cell": "buf_4",
  "cts_hold_buf": 0,
  "hpwl_mm": 11.4,
  "p_per_area_nw_per_um2": 53.7,
  "ir_worst_vdd_uv": 30.9,
  "drc": 0,
  "hold_viol_final": 0,
  "grt_usage_pct": 11.0,
  "fin_crit_sh_pct": 73.6,
  "ff_count": 0,
  "clockBufferCount": 0,
  "grt-ovfl-total": 0,
  "wl_met3_mm": 1.34,
  "slowest_stage": "buf_4",
  "cp_num_buf_inv": 3,
  "min_period_ps": 5960,
  "gp_congestion": 0.844,
  "ioPinCount": 259,
  "comb_power_share_pct": 100.0,
  "yosys.area.top_type_share_pct": 30.5,
  "synth.area.top_cells": "mux2i_1, a21oi_1, a22o_1, nor2b_1, nor4_1",
  "grt_pass1_vias": 3646,
  "drive_above_1_share_pct": 2.26,
  "critical_path_class": "input pin to output pin",
  "rows": 48,
  "power_switching_uw": 84.9,
  "routed.top_layer": "met5",
  "n_fill_cell": 1892,
  "leakagePower_nw": 1.81,
  "clock.fmax_ghz": 0.168,
  "p_seq_share_pct": 0,
  "grt_max_degree": 72,
  "route.met2.wl_mm": 6.58,
  "wl_per_cell_um": 18.7,
  "drv_slew": 0,
  "rsz0062_at_grt": "no",
  "insertedDiodeCount": 0,
  "syn2layout_area_growth_pct": 129,
  "ys_area_um2": 2100,
  "syn_area_um2": 2100,
  "p_int_uw": 174,
  "setup_viol": 0,
  "max_stage_delay_ps": 700,
  "post_cts_buffers": 0,
  "common_cells": "mux2i_1, a21oi_1, nor2b_1",
  "switching_share_pct": 32.8,
  "drt_first_pass_iters": 4,
  "worst_slack_ps": 2140,
  "io_buffers": 259,
  "ys_seq_share_pct": 0,
  "fp_util_pct": 12.1,
  "hold_slack_ps": 4250,
  "wl_met1_mm": 6.16,
  "slew_headroom_pct": 37.8,
  "wl_mm": 14.1,
  "synth.avg_cell_area_um2": 7.00,
  "worst_pin_slew_ps": 933,
  "critical_path.top_delay_family": "buffers and inverters",
  "antenna_left": 0,
  "setup_tns_ps": 0,
  "synth_cells": 300,
  "warning_count": 32,
  "via_per_inst": 4.44,
  "hold_class": "input pin to output pin",
  "cp.arrival_ps": 4340,
  "dr.first_iter.drc_count": 67,
  "pwr-share-clk_pct": 0,
  "yosysWarnings": 0,
  "top_area_cell": "mux2i_1",
  "die_h_um": 153
}
## layer usage
| layer | global-route usage (%) | vias up |
|---|---|---|
| li1 | - | 1659 |
| met1 | 14.0 | 1513 |
| met2 | 18.7 | 175 |
| met3 | 3.76 | 6 |
| met4 | 0.409 | 2 |
| met5 | 0 | - |
## placed cells by master, fill, tap and decap left out, types with 8 or more instances in the layout
master | Yosys | layout
buf_4 | 6 | 8
o22a_1 | 10 | 10
o22ai_1 | 22 | 22
nor2b_1 | 24 | 23
nor4_1 | 22 | 22
a22o_1 | 22 | 22
nand2_1 | 10 | 10
mux2i_1 | 64 | 64
a221oi_1 | 10 | 10
clkdlybuf4s50_1 | 0 | 256
a211oi_1 | 10 | 10
nor2_1 | 10 | 10
a21oi_1 | 54 | 54
## power by group through the flow
stage | Sequential (mW) | Combinational [mW] | Clock (mW)
4_1_cts | 0 | 0.263 | 0
5_1_grt | 0 | 0.280 | 0
6_report | 0 | 0.259 | 0
## final timing paths
check,cells after the start,from,slack (ps),end
setup / recovery,7,selector[0],2140,out_data[9]
hold / removal,3,data_0[7],4250,out_data[7]
## cell families after synthesis
logic type / after synthesis / share of synthesized area, %
simple gates: 71 / 19.0
compound gates: 128 / 40.5
buf+inv: 37 / 9.95
mux: 64 / 30.5
## final cells by class
cell class	instances	area, um^2	area share (%)
inverters	1	3.75	0.0779
well taps	225	282	5.84
repair buffers	266	2630	54.6
multi-input cells	263	1900	39.4
## stage by stage
| stage | power [mW] | cell area [um^2] | utilization, % | std cells |
|---|---|---|---|---|
| after global placement | 0.262 | 4820 | 27.9 | 755 |
| after global routing | 0.280 | 4820 | 27.9 | 755 |
| after detailed placement | 0.261 | 4820 | 27.9 | 755 |
| after CTS | 0.263 | 4820 | 27.9 | 755 |
| after floorplan | 0.0895 | 2100 | - | 300 |
| final | 0.259 | 4820 | 27.9 | 755 |
Power figures rest on the tool's default switching activity, not on a simulated workload.
